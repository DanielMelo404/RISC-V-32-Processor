File: ./config.mk
export PLATFORM = sky130hd
export DESIGN_NAME = RegisterFile
export DESIGN_NICKNAME = RegisterFile
export VERILOG_FILES = /design/flow/design.v
export SDC_FILE = /design/flow/constraint.sdc
export NUM_CORES = 4
export LEC_CHECK = 1
export CORE_UTILIZATION = 50
File: ./constraint.sdc
current_design RegisterFile

set clk_period 5.9
set clk_io_pct 0.2

create_clock -name clk0 -period $clk_period [get_ports {clk}]

set non_clock_inputs [all_inputs -no_clocks]
set_input_delay [expr $clk_period * $clk_io_pct] -clock clk0 $non_clock_inputs
set_output_delay [expr $clk_period * $clk_io_pct] -clock clk0 [all_outputs]
File: ./design.v
module RegisterFile(
    input clk,
    input [4:0] ra1, ra2, wa, 
    input [31:0] wd, 
    input werf, 
    output [31:0] rd1, rd2
);
   reg [31:0] registers [31:0];
   integer i;
    assign  rd1 = (ra1 == 5'd0) ? 32'd0 : registers[ra1];
    assign  rd2 = (ra2 == 5'd0) ? 32'd0 : registers[ra2];
   always @ (posedge clk) 
       if (werf) registers[wa] <= wd;
endmodule
File: ./run.sh
#!/bin/bash
# OpenROAD 26Q1-2900-gdf79404cd8, Yosys 0.63+post, stock flow scripts
make -C /OpenROAD-flow-scripts/flow DESIGN_CONFIG=/design/flow/config.mk WORK_HOME=/design/flow/orfs finish
==> changes_impl.md <==
### Physical design

* Post-synth EDFFs at 1,024
* Simple-gate share of the synthesized area at 0.0194
* Post-synthesis cell count at 2,400
* CP required at 4.72 ns
* Post-Synth AOI/OAI Area at 0.0541
* WP data arrival at 4.70 ns
* Final period util at 0.996
* Longest Clk Path Bufs at 3
* Biggest regs: registers: 1024 flops
* Fmax at 170 MHz
* Initial antenna violation count at 2
* Pleak at 17.6 nW
* Max-slew headroom at 0.0316
* Vias in the first global route at 30,063
* Chip Width at 308 um
* Status: finished clean
* Top reg by flops: registers
* Mux frac, synth at 0.249
* Vias at 26,772
* Hold/Removal Path Class: in2reg
* Comb area at 0.0154 mm^2
* Drt first pass iters at 5
* All-layer global routing usage at 0.361
* Gpl congestion at 0.924
* Post-route antenna net violation count at 0
* CP Class: in2out
* Synth warn at 1
* Peak supply drop at 0.280 mV
* Worst path cell trace: clkdlybuf4s50_1 -> or3b_2 -> buf_12 -> o221ai_1 -> a211oi_1 -> nor3_1 -> buf_4 -> clkdlybuf4s50_1
* Worst path bufs/invs at 4
* Top logic family: multiplexers
* Yosys cell count at 2,400
* Initial drt markers at 1,711
* Endpoints failing hold at 0
* Max incr delay on CP at 1.11 ns
* Log Warnings at 26
* # fillers at 6,537
* FP Core Util at 0.504
* Async SR Flop Fraction at 0
* Combinational share of power at 0.095
* Register area at 0.0307 mm^2
* H-tree levels at 3
* Critical path's most frequent cell: clkdlybuf4s50_1
* Die area at 0.0952 mm^2
* Synth Cell Area at 0.0470 mm^2
* Cell area after layout at 0.0543 mm^2
* Crit Path Max Fanout at 48
* # rows at 112
* Top FF cell, synth: edfxtp_1
* Clock share of power at 0.410
* CTS tree: done
* Largest net degree at the start of global routing at 69
* Yosys cell types at 40
* Number of remaining DRC errors at 0
* DR WL/cell at 37.6 um
* XOR/XNOR share of the synthesized area at 0
* Flop pwr share at 0.495
* Total Wirelength at 149 mm
* Clock slew at reported path FFs at 0.06 ns
* CP endpoint kind: output pin
* RSZ-0062 raised after global routing: false
* Internal power contribution at 12.7 mW
* Power density over the cells at 302 mW/mm^2
* Synth flops at 1,024
* Register share after synthesis at 0.655
* Switching Share at 0.227
* GRT Residual Overflow at 0
* Post-layout util at 0.583
* Total chip power at 16.4 mW
* Root Buffer: clkbuf_16
* Max Transition Viols Final at 0
* Worst-Margin Slew at 1.44 ns
* Port Buf Inserts at 112
* Slowest stage cell, crit path: a211oi_1
* First-pass GRT wire length at 211 mm
* Layout cells sized above 1 at 0.311
* YS chip area at 0.0470 mm^2
* Setup violators final at 0
* Core area at 0.0932 mm^2
* Number of flip-flops in the largest register at 1,024
* Net Sw Power at 3.74 mW
* Post-placement cell area at 0.0508 mm^2
* # clock sinks at 1,024
* Synth Area per Inst at 19.6 um^2
* Startpoint type of the worst setup path: input port
* Clock buffer count from CTS at 107
* Adder share at 0
* Die Ht at 308 um
* Io pins at 113
* HPWL after DPL at 91.2 mm
* Vias per cell at 6.76
* P&R area growth vs syn at 15.7%
* Min cycle time layout at 5.88 ns
* Largest delay contributor family on the critical path: buffers and inverters
* Max Cap Viol at 0
-- routing by layer --
layer | GRT usage | share of wire | routed length, um | vias up
li1 | - | - | - | 10881
met1 | 0.420 | 0.29 | 43100 | 13371
met2 | 0.501 | 0.46 | 68100 | 2171
met3 | 0.320 | 0.21 | 31000 | 341
met4 | 0.107 | 0.041 | 6150 | 8
met5 | 0.0191 | 0.0031 | 458 | -
-- final cells by class --
cell class	instances	area share
clock inverter	69	0.0130
tap	1254	0.0289
inverter	25	0.00177
timing repair buffer	305	0.0549
antenna	1	0.0000461
sequential	1024	0.566
multi-input combinational	1150	0.284
clock buffer	131	0.0513
-- cells in the final DEF (no fill, tap or decap), types with 19 or more instances in the layout --
cell and instances:
a2111oi_0 28, a211o_1 23, a211oi_1 46, a21oi_1 46, a221oi_1 23, a22o_1 62
buf_12 32, buf_4 162, clkbuf_1 23, clkbuf_16 108, clkdlybuf4s50_1 105, clkinv_1 19
clkinv_2 26, edfxtp_1 1024, inv_1 24, mux2_1 19, mux2i_1 183, mux4_2 425
nand2_1 64, nor2_4 33, nor3_1 30, o221ai_1 31, o22ai_1 55
-- power groups by stage --
stage	sequential [mW]	combinational [mW]	clock [mW]
global route	8.14	1.64	7.09
finish	8.13	1.55	6.74
CTS	8.13	1.54	6.81
-- path summary, 6_finish.rpt --
path / from / to / cells after the start
worst min-delay path: wd[27] / registers[12][27]$_DFFE_PP_ / 2
worst max-delay path: ra2[3] / rd2[26] / 8
-- synth_stat cells (4+ instances only) --
library cell | n | area share
mux2_2 | 5 | 0.0012
nor2b_1 | 8 | 0.0011
inv_1 | 25 | 0.0020
nor4_1 | 9 | 0.0012
a21oi_1 | 46 | 0.0049
nand3b_1 | 7 | 0.0011
mux4_2 | 425 | 0.20
nand2_1 | 65 | 0.0052
o22ai_1 | 55 | 0.0073
mux2_1 | 19 | 0.0046
buf_1 | 7 | 0.00056
nor2_1 | 35 | 0.0028
o221ai_1 | 31 | 0.0058
edfxtp_1 | 1024 | 0.65
mux2i_1 | 183 | 0.039
nand3_1 | 4 | 0.00043
a211oi_1 | 47 | 0.0075
a22o_1 | 62 | 0.012
nor3_1 | 32 | 0.0034
and2_1 | 13 | 0.0017
buf_6 | 12 | 0.0029
buf_2 | 58 | 0.0062
clkbuf_1 | 104 | 0.0083
a211o_1 | 23 | 0.0043
a2111oi_0 | 31 | 0.0058
a221oi_1 | 23 | 0.0043
buf_4 | 20 | 0.0032
a32o_1 | 9 | 0.0019
-- through the flow --
stage,cells,hold WS [ns],TNS (ns),setup slack [ns]
3_3_place_gp,3756,2.01,-3.13,-1.25
6_report,3959,1.31,0,0.0239
4_1_cts,3958,1.29,0,0.244
5_1_grt,3958,1.32,0,0.0400
2_1_floorplan,2400,1.28,0,1.97
3_5_place_dp,3758,2.01,-0.130,-0.0887
-- cell families after synthesis --
logic type / after synthesis
flip-flops: 1024
AND/OR/NAND/NOR: 187
buffers and inverters: 226
multiplexers: 632
AND-OR/OR-AND: 331
-- repair_timing --
item                       4_1_cts  5_1_grt
setup endpoints to repair        2        0
gates resized                    3        0
buffers inserted                 0        0
hold buffers                     0        0
No activity file was given, so power comes from the tool's default toggle rates.
