--- ./constraint.sdc ---
current_design aluBr

set clk_period 4.7
set clk_io_pct 0.2

create_clock -name clk0 -period $clk_period

set non_clock_inputs [all_inputs -no_clocks]
set_input_delay [expr $clk_period * $clk_io_pct] -clock clk0 $non_clock_inputs
set_output_delay [expr $clk_period * $clk_io_pct] -clock clk0 [all_outputs]
--- ./config.mk ---
export PLATFORM = sky130hd
export DESIGN_NAME = aluBr
export DESIGN_NICKNAME = aluBr
export VERILOG_FILES = /design/flow/design.v
export SDC_FILE = /design/flow/constraint.sdc
export NUM_CORES = 4
export LEC_CHECK = 1
export CORE_AREA = 10 10 100 100
export DIE_AREA = 0 0 110 110
--- ./design.v ---
module aluBr (
    input [31:0] a, b,
    input [2:0] brFunc,
    output reg result
);
    parameter 
        Eq = 3'd0,
        Neq = 3'd1,
        Lt = 3'd2,
        Ltu = 3'd3,
        Ge = 3'd4,
        Geu = 3'd5,
        Dbr = 3'd6;
    always @(*) begin
        case(brFunc)
            Eq: result = (a == b);
            Neq: result = (a != b);
            Lt: result = $signed(a) < $signed(b);
            Ltu: result = (a < b);
            Ge: result = $signed(a) >= $signed(b);
            Geu: result = (a >= b);
            default: result = 0;
        endcase
    end
endmodule
--- ./run.sh ---
#!/bin/bash
# OpenROAD 26Q1-2900-gdf79404cd8, Yosys 0.63+post, stock flow scripts
make -C /OpenROAD-flow-scripts/flow DESIGN_CONFIG=/design/flow/config.mk WORK_HOME=/design/flow/orfs finish
==> run summary <==
outcome: finished clean
Flop area: 0 um^2
DR WL/cell: 9.61 um
layout cell share with drive strength beyond 1: 0.0700
final non-filler cell total: 302
RSZ-0062 raised after global routing: no
die width: 110 um
Gate power share: 1.000
tool warnings: 32
NetSw: 0.0443 mW
Int Pwr: 0.0878 mW
HP Class: in -> out
Clock Power Share: 0
initial antenna violation count: 0
area leader, netlist: ha_1
CP Capture Type: output port
number of remaining DRC errors: 0
Synth cell types: 26
total wire length: 2900 um
register area share after synthesis: 0
Yosys Warn Count: 1
IO buf count: 68
Max Cap Violations: 0
Worst EP required: 3.76 ns
Starting Density: 0.113
dpl ws: -0.106 ns
PD cells: 74.9 nW/um^2
Die Size: 12100 um^2
first-pass GRT wire length: 4690 um
Max-area cell share: 0.452
min-delay src: brFunc[0]
Top cells by area: ha_1 (45%), inv_1 (15%), a21oi_1 (5.6%)
vias in the first global route: 1082
DRT antenna net count: 0
Mapped Area: 886 um^2
Area growth syn-to-layout: 99.2%
Tmin final: 4.50 ns
Final Worst Setup Slack: 0.196 ns
most frequent cell after synthesis: inv_1
Rel. slew slack: 0.785
CP startpoint kind: primary input
initial DRC count: 16
crit share post-route: 0.958
gr usage total: 0.0460
ys cells: 124
Slew Limit Fails: 0
I/O pins: 68
crit path max fanout: 2
post-synthesis chip area from yosys: 886 um^2
Syn Area/Cell: 7.14 um^2
n_diodes: 0
leak pwr: 0.863 nW
DP HPWL: 2840 um
peak supply drop: 0.0277 mV
Sw Ratio: 0.335
final setup vio count: 0
setup_tns: 0 ns
Placed Cells incl. Taps: 301
sequential power share: 0
final hold vios: 0
DR pass1 iterations: 2
Seq Cell Count: 0
Slew @ Worst Pin: 0.319 ns
Clock Buffer Count: 0
Final Power: 0.132 mW
Core ar.: 7810 um^2
grt ovf: 0
Layout Utilization: 0.226
CP Data Arrival Time: 3.56 ns
Die Y: 110 um
via count: 1062
Synth Instances: 124
Commonest cells post-synth: inv_1 (35), ha_1 (32), a21oi_1 (10), nand2_1 (10), nor2_1 (5)
MI comb area: 766 um^2
routability cong.: 0.784
fillers: 865
crit path kind: in -> out
largest net degree at the start of global routing: 5
row count: 32
crit path launch: b[5]
fmax: 0.222 GHz
drt via density: 3.52
## placed cells by master, fill, tap and decap left out
master and count:
clkdlybuf4s50_1 67, inv_1 35, ha_1 32, nand2_1 10, a21oi_1 10, buf_4 8, nor2_1 5, nand4_1 4
a21o_1 4, nand3_1 3, and4_1 2, nor3_1 2, a221oi_2 2, o21a_1 2, o21bai_1 1, o221a_2 1
o21ai_2 1, o21ai_1 1, a21boi_0 1, o31a_1 1, o31ai_2 1, or4_1 1, or2_2 1, a32oi_1 1
o41a_1 1, o2bb2a_1 1, o221a_1 1, dlygate4sd2_1 1
## per-layer routing
metal  up-vias  wire, um  GRT usage
li1        586         -          -
met1       440      1330     0.0620
met2        36      1310     0.0779
met3         0       266     0.0106
met4         0         0          0
met5         -         0          0
## area by class of cell
class              instances  share of cell area
repair buffers            76               0.419
well taps                102              0.0723
multi-input cells         89               0.434
inverters                 35              0.0745
## power by group through the flow
stage | clock network, mW | logic, mW | registers (mW)
global route | 0 | 0.151 | 0
finish | 0 | 0.132 | 0
CTS | 0 | 0.133 | 0
## per-stage QoR
step	hold slack (ns)	area (um^2)
floorplan	2.01	886
global placement	3.02	1750
detailed placement	3.02	1750
CTS	2.79	1750
global route	2.83	1760
finish	2.79	1760
## path summary, 6_finish.rpt
kind / to / cells after the start
min: result / 3
max: result / 11
## critical path, stage by stage
cell,delay (ns)
clkdlybuf4s50_1,0.45
inv_1,0.04
ha_1,0.28
a21o_1,0.18
a21o_1,0.18
a221oi_2,0.29
o21ai_2,0.10
or4_1,0.50
a32oi_1,0.21
o221a_1,0.20
dlygate4sd2_1,0.22
## repair_timing
item,4_1_cts,5_1_grt
pin swaps,4,0
endpoints found under the setup margin,1,1
hold buffers,0,0
setup buffers,1,0
gates resized,1,2
## cells by family (layout without fill, tap and decap cells)
kind of cell | count (synthesis) | in the layout | synth area share
AND/OR/NAND/NOR | 28 | 28 | 0.155
buffers and inverters | 35 | 111 | 0.148
AND-OR/OR-AND | 29 | 29 | 0.244
adder cells (fa/ha/maj) | 32 | 32 | 0.452
Power figures rest on the tool's default switching activity, not on a simulated workload.
