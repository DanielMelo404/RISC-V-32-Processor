==> design.v <==
module InstructionDecoder(
    input [31:0] inst,
    output reg [3:0] iType_out,
    output reg [3:0] aluFunc_out,
    output reg [2:0] brFunc_out,
    output reg [4:0] rdIndex_out,
    output reg werf,
    output reg [4:0] R1Index_out,
    output reg [4:0] R2Index_out,
    output reg [31:0] immediate_out
);
    parameter   [6:0]
        opOpImm = 7'b0010011,
        opOp = 7'b0110011,
        opLui = 7'b0110111,
        opJal = 7'b1101111,
        opJalr = 7'b1100111,
        opBranch = 7'b1100011,
        opLoad = 7'b0000011,
        opStore = 7'b0100011,
        opAuipc = 7'b0010111;
    parameter [2:0]
        fnADD = 3'b000,
        fnSLL = 3'b001,
        fnSLT = 3'b010,
        fnSLTU = 3'b011,
        fnXOR = 3'b100,
        fnSR = 3'b101,
        fnOR = 3'b110,
        fnAND = 3'b111;
    parameter [2:0]
        fnBEQ = 3'b000,
        fnBNE = 3'b001,
        fnBLT = 3'b100,
        fnBGE = 3'b101,
        fnBLTU = 3'b110,
        fnBGEU = 3'b111;
    parameter [2:0]
        fnLW = 3'b010,
        fnLB = 3'b000,
        fnLH = 3'b001,
        fnLBU = 3'b100,
        fnLHU = 3'b101;
    parameter [2:0]
        fnSW = 3'b010,
        fnSB = 3'b000,
        fnSH = 3'b001;
    parameter [2:0]
        fnJALR = 3'b000;
    parameter [3:0] 
        OP = 4'd0,
        OPIMM = 4'd1,
        BRANCH = 4'd2,
        LUI = 4'd3,
        JAL = 4'd4,
        JALR = 4'd5,
        LOAD = 4'd6,
        STORE = 4'd7,
        AUIPC = 4'd8,
        Unsupported = 4'd9;
    parameter  [3:0]
        Add = 4'd0,
        Sub = 4'd1,
        And = 4'd2,
        Or = 4'd3,
        Xor = 4'd4,
        Slt = 4'd5,
        Sltu = 4'd6,
        Sll = 4'd7,
        Srl = 4'd8,
        Sra = 4'd9,
        aluD = 4'd0;
    parameter 
        Eq = 3'd0,
        Neq = 3'd1,
        Lt = 3'd2,
        Ltu = 3'd3,
        Ge = 3'd4,
        Geu = 3'd5,
        Dbr = 3'd6;
    wire [6:0] opcode = inst[6:0];
    wire [14:12] funct3 = inst[14:12];
    wire [6:0] funct7 = inst[31:25];
    wire [6:0] rd = inst[11:7];
    wire [6:0] rs1 = inst[19:15];
    wire [6:0] rs2 = inst[24:20];
    wire [31:0] immD32 = 32'b0;  
    wire [11:0] immB = {inst[31], inst[7], inst[30:25], inst[11:8]};
    wire [31:0] immB32 = {{19{immB[11]}}, immB, 1'b0};
    wire [19:0] immU = {inst[31:12]};
    wire [31:0] immU32 = {inst[31:12], {12{1'b0}}};
    wire [11:0] immI = {inst[31:20]};
    wire [31:0] immI32 = {{20{immI[11]}}, immI};
    wire [19:0] immJ = {inst[31], inst[19:12], inst[20],  inst[30:21]};
    wire [31:0] immJ32 = {{11{immJ[19]}}, immJ, 1'b0};
    wire [19:0] immS = {inst[31:25], inst[11:7]};
    wire [31:0] immS32 = {{12{immS[19]}}, immS}; 
    wire [4:0] dSrc = 0;
    wire werfD = 0;
    wire [4:0] rdIndexD  = 0;
    always @(*) begin
        case (opcode)
            opOp: begin
                iType_out = OP;
                case (funct3)
                    fnADD: aluFunc_out = (funct7 == 0) ? Add : Sub;
                    fnSLL: aluFunc_out = Sll;
                    fnSLT: aluFunc_out = Slt;
                    fnSLTU: aluFunc_out = Sltu;
                    fnXOR: aluFunc_out = Xor;
                    fnSR: aluFunc_out = (funct7 == 0) ? Srl : Sra;
                    fnOR: aluFunc_out = Or;
                    fnAND: aluFunc_out = And;
                endcase
                brFunc_out = Dbr; 
                rdIndex_out = rd;
                werf = 1;
                R1Index_out = rs1;
                R2Index_out = rs2;
                immediate_out = aluD;  
            end
            opAuipc: begin
                iType_out = AUIPC;
                aluFunc_out = aluD;  
                brFunc_out = Dbr;  
                rdIndex_out = rd; 
                werf = 1;
                R1Index_out = dSrc;  
                R2Index_out = dSrc;
                immediate_out = immU32;
            end
            opLui: begin 
                iType_out = LUI;
                aluFunc_out = aluD;  
                brFunc_out = Dbr;
                rdIndex_out = rd;
                werf = 1;
                R1Index_out = dSrc;
                R2Index_out = dSrc;
                immediate_out = immU32;
            end
            opOpImm: begin
                iType_out = OPIMM;
                case (funct3)
                    fnAND : aluFunc_out = And;
                    fnOR : aluFunc_out = Or;
                    fnXOR : aluFunc_out = Xor;
                    fnADD : aluFunc_out = Add;
                    fnSLT : aluFunc_out = Slt;
                    fnSLTU : aluFunc_out = Sltu;
                    fnSLL : begin
                        aluFunc_out = Sll;
                        case(funct7)
                            7'b0000000: aluFunc_out = Sll;
                            default : begin
                                aluFunc_out = aluD;
                                iType_out = Unsupported; 
                            end
                        endcase
                    end
                    fnSR : case (funct7) 
                        7'b0000000: aluFunc_out = Srl;
                        7'b0100000: aluFunc_out = Sra;
                        default : begin
                            aluFunc_out = aluD;
                            iType_out = Unsupported; 
                        end
                    endcase
                    default : aluFunc_out = aluD;
                endcase
                brFunc_out = Dbr;
                rdIndex_out = rd; 
                werf = 1;
                R1Index_out = rs1;
                R2Index_out = dSrc;
                immediate_out = immI32;
            end
            opBranch:begin
                iType_out = BRANCH;
                aluFunc_out = Add;  
                case (funct3)
                    fnBEQ: brFunc_out = Eq;
                    fnBNE: brFunc_out = Neq;
                    fnBLT: brFunc_out = Lt;
                    fnBGE: brFunc_out = Ge;
                    fnBLTU: brFunc_out = Ltu;
                    fnBGEU: brFunc_out = Geu;
                    default: begin
                        brFunc_out = Dbr;
                        iType_out = Unsupported;
                    end
                endcase
                rdIndex_out = rdIndexD;
                werf = werfD;
                R1Index_out = rs1;
                R2Index_out = rs2;
                immediate_out = immB32;
            end 
            opJal: begin
                iType_out = JAL;
                aluFunc_out = aluD;  
                brFunc_out = Dbr;  
                rdIndex_out = rd; 
                werf = 1;
                R1Index_out = dSrc;
                R2Index_out = dSrc;
                immediate_out = immJ32;
            end
            opLoad: begin
                iType_out = LOAD;
                aluFunc_out = Add;  
                brFunc_out = Dbr;  
                rdIndex_out = rd;
                werf = 1;
                R1Index_out = rs1;
                R2Index_out = dSrc;  
                immediate_out = immI32;
            end
            opStore: begin
                iType_out = STORE;
                aluFunc_out = Add;  
                brFunc_out = Dbr;  
                rdIndex_out = rdIndexD; 
                werf = werfD;
                R1Index_out = rs1;
                R2Index_out = rs2;
                immediate_out = immS32;
            end
            opJalr: begin 
                iType_out = JALR;
                aluFunc_out = aluD;  
                brFunc_out = Dbr;
                rdIndex_out = rd;
                werf = 1;
                R1Index_out = rs1;
                R2Index_out = dSrc;
                immediate_out = immI32;
            end
            default begin
                iType_out = Unsupported;
                aluFunc_out = aluD;  
                brFunc_out = Dbr;
                rdIndex_out = dSrc;
                werf = werfD;
                R1Index_out = dSrc;
                R2Index_out = dSrc;
                immediate_out = immD32;
            end
        endcase
    end
endmodule
==> run.sh <==
#!/bin/bash
# OpenROAD 26Q1-2900-gdf79404cd8, Yosys 0.63+post, stock flow scripts
make -C /OpenROAD-flow-scripts/flow DESIGN_CONFIG=/design/flow/config.mk WORK_HOME=/design/flow/orfs finish
==> config.mk <==
export PLATFORM = sky130hd
export DESIGN_NAME = InstructionDecoder
export DESIGN_NICKNAME = InstructionDecoder
export VERILOG_FILES = /design/flow/design.v
export SDC_FILE = /design/flow/constraint.sdc
export NUM_CORES = 4
export LEC_CHECK = 1
export CORE_AREA = 10 10 99 99
export DIE_AREA = 0 0 109 109
==> constraint.sdc <==
current_design InstructionDecoder

set clk_period 4.9
set clk_io_pct 0.2

create_clock -name clk0 -period $clk_period

set non_clock_inputs [all_inputs -no_clocks]
set_input_delay [expr $clk_period * $clk_io_pct] -clock clk0 $non_clock_inputs
set_output_delay [expr $clk_period * $clk_io_pct] -clock clk0 [all_outputs]
==> deck_impl_summary.md <==
Run Summary

Finish
  – Register area: 0 µm²
  – Seq cells: 0
  – Clkbuf count: 0
  – Filler Cell Count: 858
  – Logic area: 881 µm²
  – Area growth, synth to finish: 101%
  – Final Instance Count excl. Fillers: 328
  – Core Util, Final: 25.3%
  – Share of post-route cells with drive strength above 1: 7.08%

Critical path
  – Crit path kind: input port to output port
  – CP most frequent cell: clkdlybuf4s50_1
  – Worst Setup End Kind: output port
  – Worst path slowest cell: clkdlybuf4s50_1
  – Crit-path cells: clkdlybuf4s50_1 -> nand4bb_1 -> a21oi_2 -> o21a_1 -> a21o_1 -> clkdlybuf4s50_1
  – Buf+Inv Stages, Crit Path: 2
  – Slowest stage delay, CP: 0.59 ns
  – Worst-path fanout max: 11
  – CP top delay family: buffers and inverters
  – Worst Path Arrival: 3.40 ns
  – Crit start category: input port
  – Required @ worst endpoint: 3.92 ns

Floorplanning
  – Chip width: 109 µm
  – IO Pins: 91
  – Core box area: 7730 µm²
  – Die Y: 109 µm
  – Row count: 32
  – Die Size: 11900 µm²
  – Floorplan core density: 12.6%

Run status
  – Status: completed

Drt
  – N_diodes: 0
  – Antenna Nets Post-Route: 0
  – Via count: 1379
  – Vias per std cell: 4.20
  – Drt pass-1 iters: 4
  – Routed WL: 5020 µm
  – Remaining DRCs: 0
  – Per-cell routed wire length: 15.3 µm
  – DR iter-0 viols: 24

Min path
  – Worst hold-check path type: input port to output port
  – WHS Endpoint: R1Index_out[1]
  – Worst hold start: inst[16]
  – Hold Path Stages: 3

Final timing
  – Setup TNS: 0 ns
  – Max Fclk: 0.228 GHz
  – Final Cycle Share: 89.3%
  – RSZ-0062 raised after global routing: no
  – Final Critical Period: 4.38 ns
  – Final hold viol count: 0
  – Actual slew at the worst max-slew pin: 0.521 ns
  – Setup violators final: 0
  – Rel. slew slack: 65.2%
  – Final slew viol count: 0

Global routing
  – Initial antenna violation count: 0
  – Pin count of the biggest net entering global routing: 16
  – First-pass GRT wire length: 7690 µm
  – Vias in the first global route: 1311
  – GRT Total Usage: 7.91%
  – Grt total ovfl: 0

Placed design
  – Dpl hpwl: 4280 µm
  – Placed insts: 328
  – Final GP Congestion: 0.888
  – Port Buffer Count: 91

Pwr
  – Leak Pwr: 0.830 nW
  – Seq pwr share: 0%
  – Worst VDD drop: 0.0195 mV
  – Internal power: 0.0000495 W
  – Power Dens Cells: 44.6 nW/µm²
  – Sw Pwr: 0.0000375 W
  – Clk pwr share: 0%
  – Comb power frac: 100.0%
  – Net Sw Frac: 43.1%

Synthesis
  – Netlist Area Pre-Place: 973 µm²
  – Top cells by count: 21 x and2_1, 20 x a21o_1, 12 x nor2_1
  – Cell type with the largest total area: a21o_1
  – Warnings from Yosys: 1
  – Most instantiated library cell after synthesis: and2_1
  – Yosys cell types: 48
  – Yosys top cell area share: 15.4%
  – Synth Seq Share: 0%
  – Syn Inst Count: 143
  – Yosys Chip Area: 973 µm²
  – Post-synthesis cell count from yosys: 143
  – Synth top area cells: a21o_1 15%, and2_1 13%, nor2_1 4.6%
  – Post-Syn Area per Cell: 6.81 µm²

Job
  – Max cap viols: 0
  – Log Warnings: 32

CTS
  – Post-CTS Resized: 0
  – Setup Buffers After CTS: 0
  – Cts hold-fix bufs: 0
kinds of logic (layout without fill, tap and decap cells):
| family | Yosys count | count (layout) | synth area share [%] |
|---|---|---|---|
| mux | 1 | 1 | 1.03 |
| compound gates | 57 | 57 | 43.6 |
| buf+inv | 14 | 97 | 9.51 |
| simple gates | 71 | 71 | 45.9 |
worst max-delay path by stage:
stage            from           endpoint  cells after the start
finish        inst[2]  immediate_out[30]                      6
global route  inst[2]  immediate_out[23]                      6
CTS           inst[2]  immediate_out[20]                      6
stage by stage:
step                      setup WS, ns  instance area (µm²)  total power [W]  hold WS, ns
after global placement           0.559                 1950        0.0000877         2.91
final                            0.522                 1950        0.0000871         2.91
after global routing             0.321                 1950        0.0000959         2.95
after floorplan                   2.06                  973        0.0000338         1.98
after CTS                        0.494                 1950        0.0000880         2.92
after detailed placement         0.477                 1950        0.0000876         2.91
area by class of cell:
class | count | area share [%]
timing repair buffer | 94 | 47.8
multi-input combinational | 129 | 45.1
tap | 102 | 6.53
inverter | 3 | 0.577
metal layers:
| layer | global-route usage (%) | routed length, µm |
|---|---|---|
| met5 | 0 | 0 |
| met4 | 0 | 0 |
| met3 | 2.21 | 505 |
| met2 | 13.0 | 2320 |
| met1 | 10.7 | 2190 |
layout by cell type (no fill, tap or decap), types with 2 or more instances in the layout:
cell and instances:
or2_2 2, nand3_1 5, a21oi_1 5, clkdlybuf4s50_1 91
and3b_1 2, and2_1 21, a22o_1 4, inv_1 2
a21o_1 20, buf_4 3, nand2_1 6, o31ai_1 2
nand2b_1 7, nand3b_1 3, o21ai_2 2, o21ai_0 6
o211ai_1 2, nor2b_1 3, a211oi_2 2, nor2_1 12
power by group through the flow:
stage	Sequential [W]	Clock, W	Combinational (W)
finish	0	0	0.0000871
global route	0	0	0.0000959
CTS	0	0	0.0000880
Power is estimated from default activity; no workload was simulated.
